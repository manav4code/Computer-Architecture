## flow/run.sh

```bash
#!/bin/bash
# OpenROAD 26Q1-2900-gdf79404cd8, Yosys 0.63+post, stock flow scripts
make -C /OpenROAD-flow-scripts/flow DESIGN_CONFIG=/design/flow/config.mk WORK_HOME=/design/flow/orfs finish
```

## flow/config.mk

```make
export PLATFORM = sky130hd
export DESIGN_NAME = boothMultiplier
export DESIGN_NICKNAME = boothMultiplier
export VERILOG_FILES = /design/flow/design.v
export SDC_FILE = /design/flow/constraint.sdc
export NUM_CORES = 4
export LEC_CHECK = 1
export CORE_AREA = 10 10 70 70
export DIE_AREA = 0 0 80 80
```

## flow/constraint.sdc

```tcl
current_design boothMultiplier

set clk_period 5.5
set clk_io_pct 0.2

create_clock -name clk0 -period $clk_period

set non_clock_inputs [all_inputs -no_clocks]
set_input_delay [expr $clk_period * $clk_io_pct] -clock clk0 $non_clock_inputs
set_output_delay [expr $clk_period * $clk_io_pct] -clock clk0 [all_outputs]
```

## flow/design.v

```verilog
module boothMultiplier #(parameter N = 4)(
	input [N-1:0]B,Q,
	output [2*N-1:0]out
);
reg [2*N:0]temp;
integer i;
always@(B or Q)begin	
	temp = {{N{1'b0}},Q,1'b0};
	for(i = 0; i < N; i=i+1)begin
		case(temp[1:0])
			2'b10:begin
				temp[2*N:N+1] = temp[2*N:N+1] - B;
			end
			2'b01:begin
				temp[2*N:N+1] = temp[2*N:N+1] + B;
			end
		endcase
		temp = temp >> 1;
		temp[2*N] = temp[2*N-1];
	end
end
assign out = temp[2*N:1];
endmodule
```

==> impl_metrics.json <==
{
  "drtPass1Iterations": 4,
  "mostFrequentLayoutCell": "buf_4",
  "overflow": 0,
  "p_leak_nw": 0.637,
  "whs_ps": 2850,
  "fin_crit_ps": 5890,
  "maxSlewViolCount": 0,
  "lay_top_cells": "buf_4, nor2_1, ha_4",
  "critPathLaunch": "B[1]",
  "ys_seq_share_pct": 0,
  "crit_arrival_ps": 4790,
  "core-area_um2": 3420,
  "grt_util_all_layers_pct": 6.47,
  "fp_util_pct": 21.9,
  "grt_pass1_vias": 869,
  "area_leaders": "ha_1, mux2_2, fa_1, xnor2_1, xor2_1",
  "holdBufCountCts": 0,
  "top_area_cell": "ha_1",
  "cp-end-kind": "output pin",
  "yosys-stat-cells": 93,
  "routedWlPerCell_um": 11.1,
  "crit_top_cell": "a21oi_2",
  "min-delay-start": "B[0]",
  "synth_warnings": 1,
  "fin_ws_ps": -393,
  "die-height_um": 80,
  "antenna_found_initial": 0,
  "hold_violations": 0,
  "fill_cells": 345,
  "ios": 16,
  "warnings": 35,
  "via_count": 798,
  "synth_top_area_share_pct": 20.0,
  "regArea_um2": 0,
  "drtAntennaViolNets": 0,
  "seq_cells": 0,
  "maxCapViolCount": 0,
  "grt_pass1_wl_mm": 3.60,
  "area_growth_pct": 80.5,
  "critPathRequiredTime_ps": 4400,
  "syn_area_um2": 749,
  "drive_gt1_share_pct": 60.4,
  "grt_max_degree": 8,
  "min_path_type": "in -> out",
  "setup_viol": 4,
  "dieWidth_um": 80,
  "critPathMaxFanout": 4,
  "io_buffers": 16,
  "netlist_instances": 93,
  "post-place-ws_ps": -1350,
  "drt_wl_total_mm": 2.06,
  "failed_checks": "negative setup slack",
  "outcome": "complete, but fails checks",
  "cpPeakStageDelay_ps": 530,
  "ys_chip_area_um2": 749,
  "syn_avg_cell_area_um2": 8.06,
  "crit_slowest_cell": "or4_4",
  "path_class": "in -> out",
  "max_freq_ghz": 0.170,
  "drt-initial-drc-count": 7,
  "slew_headroom_pct": 79.6,
  "crit_path_start_kind": "primary input",
  "period_used_pct": 107,
  "gp_congestion": 0.859,
  "synth_cell_type_count": 27,
  "peakVddDrop_v": 0.000140,
  "chipArea_um2": 6400,
  "row_count": 21,
  "crit_chain": "buf_8 > or4_4 > nand3_2 > inv_2 > ha_4 > a21oi_2 > or4b_4 > a32oi_4 > inv_2 > ha_4 > a21oi_2 > xnor3_1 > nor2b_4 > xnor2_2 > ha_1 > a21oi_2 > xnor2_1 > nor2_1 > xor2_1 > buf_2",
  "place_hpwl_mm": 1.72,
  "pwr_density_cell_nw_per_um2": 200,
  "via_per_inst": 4.31,
  "clockBufferCount": 0,
  "diodes": 0,
  "tightest_slew_ps": 304,
  "drc": 0,
  "grt_setup_unrepaired": "yes"
}
==> area by class of cell <==
class | instances | area, um^2 | share of cell area (%)
multi-input combinational | 78 | 866 | 64.0
timing repair buffer | 49 | 384 | 28.4
tap | 46 | 57.6 | 4.26
inverter | 12 | 45.0 | 3.33
==> critical path: cells and delay by family <==
kind | cells | cell delay [ps]
simple gates | 5 | 1350
fa+ha+maj | 3 | 790
xor+xnor | 4 | 610
compound gates | 4 | 600
buf+inv | 4 | 340
==> per-layer routing <==
layer | routed length (um) | vias to the layer above | GRT usage, %
met5 | 0 | - | 0
met1 | 1010 | 375 | 8.16
li1 | - | 412 | -
met2 | 981 | 11 | 12.0
met3 | 69 | 0 | 0.795
met4 | 0 | 0 | 0
==> cell families (layout without fill, tap and decap cells) <==
kind of cell    count (synthesis)  in the layout  share of synthesized area [%]
fa+ha+maj                      15             15                           28.0
mux                             8              8                           12.0
buf+inv                        15             61                           9.01
compound gates                 16             16                           16.4
xor+xnor                       13             13                           17.0
simple gates                   26             26                           17.5
==> power breakdown <==
group	leakage, nW	switching [mW]	internal [mW]
combinational	0.637	0.107	0.164
clock	0	0	0
sequential	0	0	0
==> what timing repair did <==
action	CTS	global route
setup buffers	6	1
endpoints found under the setup margin	5	5
gates cloned	0	0
pin swaps	20	7
resized	64	1
==> synthesized netlist by cell type, drive strengths merged, types with 2 or more instances <==
| cell | count |
|---|---|
| and2 | 2 |
| o31ai | 2 |
| or4b | 2 |
| nand2 | 6 |
| o21ai | 3 |
| fa | 3 |
| nand3 | 2 |
| mux2 | 8 |
| inv | 12 |
| a21o | 3 |
| nor2 | 10 |
| a31oi | 2 |
| xor2 | 6 |
| ha | 12 |
| xnor2 | 6 |
| a21oi | 4 |
| buf | 2 |
==> per-stage QoR <==
stage | power, mW | TNS [ps] | utilization (%) | std cells | area [um^2]
after global routing | 0.302 | -2020 | 39.6 | 185 | 1350
after global placement | 0.255 | -5350 | 35.9 | 180 | 1230
final | 0.271 | -1370 | 39.6 | 185 | 1350
after CTS | 0.272 | -1440 | 39.4 | 185 | 1350
after detailed placement | 0.255 | -5580 | 35.9 | 180 | 1230
after floorplan | 0.146 | -584 | - | 93 | 826
==> path summary, 6_finish.rpt <==
path	slack, ps	end	cells after the start
worst min-delay path	2850	out[3]	5
worst max-delay path	-390	out[6]	20
No activity file was given, so power comes from the tool's default toggle rates.
