==> ./design.v <==
module Division #(parameter N = 4)(
		input [N-1:0] B,D,
		output reg [0:N-1] Q,R
);
reg [2*N-1:0]temp;
integer i;
always@(B,D)begin
	temp = {{N{1'b0}},D};
	for(i = 0; i < N; i=i+1)begin
		temp = temp << 1;
		temp[2*N-1:N] = temp[2*N-1:N] - B;
		if(temp[2*N-1])begin
			Q[i] = 1'b0;
			temp[2*N-1:N] = temp[2*N-1:N] + B;
		end
		else Q[i] = 1'b1;
	end
	R = temp[2*N-1:N];
end
endmodule
==> ./run.sh <==
#!/bin/bash
# OpenROAD 26Q1-2900-gdf79404cd8, Yosys 0.63+post, stock flow scripts
make -C /OpenROAD-flow-scripts/flow DESIGN_CONFIG=/design/flow/config.mk WORK_HOME=/design/flow/orfs finish
==> ./config.mk <==
export PLATFORM = sky130hd
export DESIGN_NAME = Division
export DESIGN_NICKNAME = Division
export VERILOG_FILES = /design/flow/design.v
export SDC_FILE = /design/flow/constraint.sdc
export NUM_CORES = 4
export LEC_CHECK = 1
export CORE_AREA = 10 10 73 73
export DIE_AREA = 0 0 83 83
==> ./constraint.sdc <==
current_design Division

set clk_period 9.5
set clk_io_pct 0.2

create_clock -name clk0 -period $clk_period

set non_clock_inputs [all_inputs -no_clocks]
set_input_delay [expr $clk_period * $clk_io_pct] -clock clk0 $non_clock_inputs
set_output_delay [expr $clk_period * $clk_io_pct] -clock clk0 [all_outputs]
==> results.sh <==
# source this file to load flow results
export IMPL_track_usage_pct=5.79
export IMPL_design_die_area_sq_um=6890
export IMPL_floorplan_initialDensity_pct=21.4
export IMPL_starting_drc_count_in_detailed_routing=23
export IMPL_setup_worst_path_start_class="input pin"
export IMPL_cts_hold_buffers=0
export IMPL_placementRows=22
export IMPL_antenna_violations_before_repair=0
export IMPL_final_hold_worst_slack_ns=4.75
export IMPL_share_of_layout_cells_above_drive_strength_1_pct=40.4
export IMPL_totalNegativeSetupSlack_ns=0
export IMPL_portion_of_the_post_synthesis_area_used_by_sequential_elements_pct=0
export IMPL_final_count_of_hold_timing_violations=0
export IMPL_rsz0062_at_grt="false"
export IMPL_detail_route_vias_per_cell=4.19
export IMPL_crit_cells=26
export IMPL_dpl_worst_slack_ns=-0.348
export IMPL_core_area_sq_um=3740
export IMPL_timing_critical_path_arrival_ns=7.36
export IMPL_holdPathStages=6
export IMPL_synth_top_cells_by_area="sky130_fd_sc_hd__ha_1, sky130_fd_sc_hd__fa_1, sky130_fd_sc_hd__xnor2_1"
export IMPL_cp_num_buf_inv=4
export IMPL_port_buffers=16
export IMPL_endpoint_kind="output pin"
export IMPL_ys_warnings_count=1
export IMPL_vdd_ir_drop_max_v=0.000262
export IMPL_cp_startpoint="B[0]"
export IMPL_grt_first_pass_wirelength_microns=3610
export IMPL_holdCritStartpoint="B[1]"
export IMPL_power_density_nw_per_um2=337
export IMPL_slew_viols_final=0
export IMPL_synthAdderAreaFrac_pct=36.8
export IMPL_finalPower_w=0.000470
export IMPL_yosysTopAreaCellShare_pct=21.8
export IMPL_die_size_y_microns=83
export IMPL_synthAoiAreaFrac_pct=14.0
export IMPL_post_synth_inst_count=95
export IMPL_setup_slack_ns=0.242
export IMPL_max_freq_mhz=108
export IMPL_1st_pass_router_iterations=4
export IMPL_synth_cellmix_xorXnorShare_pct=16.1
export IMPL_post_route_cell_area_sq_um=1400
export IMPL_mux_cell_area_share_after_synthesis_pct=9.52
export IMPL_ys_types=31
export IMPL_remaining_drc_errors=0
export IMPL_slew_headroom_pct=70.8
export IMPL_routed_wirelength_microns=2130
export IMPL_critPathMaxFanout=4
export IMPL_via_count_of_the_first_global_routing_pass=845
export IMPL_routedWlPerCell_microns=11.3
export IMPL_fp_dieW_microns=83
export IMPL_max_cap_viol_count=0
export IMPL_ys_cells=95
export IMPL_place_detailed_hpwl_microns=1630
export IMPL_topCombFamilyByArea="adder cells"
export IMPL_boundary_pin_count=16
export IMPL_synthToLayoutAreaGrowth_pct=74.1
export IMPL_ant_nets=0
export IMPL_synthTopCellsByCount="sky130_fd_sc_hd__inv_1, sky130_fd_sc_hd__ha_1, sky130_fd_sc_hd__xnor2_1, sky130_fd_sc_hd__nand2_1, sky130_fd_sc_hd__fa_1"
export IMPL_outcome="finished clean"
export IMPL_final_setup_violations=0
export IMPL_post_synth_top_area_cell="sky130_fd_sc_hd__ha_1"
export IMPL_synthesis_area_sq_um=802
export IMPL_ff_latch_area_sq_um=0
export IMPL_whs_endpoint="Q[0]"
export IMPL_clockBufferCount=0
export IMPL_power_leakage_nw=0.695
export IMPL_timing_worst_slew_pin_value_ns=0.426
export IMPL_yosys_area_sq_um=802
export IMPL_timing_critical_path_slowest_cell_delay_ns=0.50
export IMPL_global_route_overflow_total=0
export IMPL_flop_count=0
export IMPL_worst_setup_path_type="in -> out"
export IMPL_cp_data_required_time_ns=7.60
export IMPL_timing_final_crit_period_ns=9.26
export IMPL_cell_area_reported_after_detailed_placement_sq_um=1190
export IMPL_place_gp_congestion=0.847
export IMPL_syn_area_per_cell_sq_um=8.44
export IMPL_grt_max_degree=8
export IMPL_period_used_pct=97.5
export IMPL_stage_log_warnings=36
export IMPL_critical_path_slowest_cell="sky130_fd_sc_hd__fa_1"
export IMPL_route_antenna_diode_count=0
export IMPL_timing_hold_worst_class="in -> out"
export IMPL_yosysMostFrequentCell="sky130_fd_sc_hd__inv_1"
export IMPL_num_vias=791
export IMPL_synth_simple_area_share_pct=15.6
export IMPL_critPathTopFamily="adder cells"
## metal layers
| layer | global-route usage, % | up-vias | wire, microns |
|---|---|---|---|
| met5 | 0 | - | 0 |
| met4 | 0 | 0 | 0 |
| met3 | 1.08 | 0 | 84 |
| met2 | 10.4 | 9 | 1030 |
| met1 | 7.37 | 372 | 1020 |
| li1 | - | 410 | - |
## placed cells by master (no fill, tap or decap), types with 2 or more instances in the layout
cell type / n
sky130_fd_sc_hd__clkdlybuf4s50_1: 11
sky130_fd_sc_hd__xor2_1: 2
sky130_fd_sc_hd__nor2_1: 5
sky130_fd_sc_hd__buf_4: 30
sky130_fd_sc_hd__ha_4: 2
sky130_fd_sc_hd__xnor2_1: 4
sky130_fd_sc_hd__a211oi_1: 2
sky130_fd_sc_hd__nand2_1: 5
sky130_fd_sc_hd__xnor2_2: 3
sky130_fd_sc_hd__mux2i_1: 5
sky130_fd_sc_hd__ha_1: 12
sky130_fd_sc_hd__a21oi_2: 3
sky130_fd_sc_hd__fa_1: 5
sky130_fd_sc_hd__o21ai_2: 2
sky130_fd_sc_hd__dlymetal6s2s_1: 3
sky130_fd_sc_hd__mux2_4: 2
sky130_fd_sc_hd__a21o_1: 2
sky130_fd_sc_hd__nand2b_1: 3
sky130_fd_sc_hd__xor2_2: 2
sky130_fd_sc_hd__inv_1: 14
sky130_fd_sc_hd__dlygate4sd2_1: 2
## power by group
group          total (W)  internal [W]  switching (W)  leakage (nW)
clock                  0             0              0             0
sequential             0             0              0             0
combinational   0.000470      0.000291       0.000179         0.695
## worst max path at each step
stage | slack (ns) | to
final | 0.24 | R[2]
after global routing | 0.01 | R[1]
after CTS | 0.01 | R[2]
## per-stage QoR
step / utilization (%) / instances
2_1_floorplan: - / 95
3_3_place_gp: 31.7 / 181
3_5_place_dp: 31.7 / 181
6_report: 37.3 / 189
4_1_cts: 35.4 / 186
5_1_grt: 37.3 / 189
## area by class of cell
class	count	area (sq um)
Multi-Input combinational cell	79	878
Fill cell	368	2350
Inverter	15	56.3
Tap cell	48	60.1
Timing Repair Buffer	47	402
## timing repair
action,in CTS,in global routing
pin swaps,21,6
buffers inserted,5,3
endpoints found under the setup margin,5,5
gates cloned,0,0
resized,23,10
## logic make-up (layout without fill, tap and decap cells)
logic type	Yosys count	count (layout)
muxes	7	7
xor gates and xnor gates	13	13
and+or+nand+nor	23	23
adders and majority gates	20	20
AOI/OAI and AO/OA	16	16
buffers and inverters	16	62
Power is estimated from default activity; no workload was simulated.
